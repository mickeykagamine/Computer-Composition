--- design.v ---
`timescale 1ns / 1ps
module IDEX(
input [31:0]InstrD,
output [31:0]InstrE,
	input [2:0]JD,
	output [2:0]JE,
	input [31:0]PCPlus8D,
	input [31:0]RD1D,
	input [31:0]RD2D,
	input [31:0]SignImmD,
	input [4:0]RsD,
	input [4:0]RtD,
	input [4:0]RdD,
	input [4:0]SD,
	input Clk,
	input Reset,
	input FlushE,
	input RegWriteD,
	input [1:0]MemtoRegD,
	input MemWriteD,
	input [5:0]ALUoperationD,
	input [1:0]ALUSrcD,	
	input [1:0]REGDstD,
	output [31:0]PCPlus8E,
	output [31:0]RD1E,
	output [31:0]RD2E,
	output [31:0]SignImmE,
	output [4:0]RsE,
	output [4:0]RtE,
	output [4:0]RdE,
	output [4:0]SE,
	output [1:0]REGDstE,
	output [1:0]ALUSrcE,
	output RegWriteE,
	output [5:0]ALUoperationE,
	output MemWriteE,
	output [1:0]MemtoRegE
    );
	 initial begin
			rd1<=32'b0;
			rd2<=32'b0;
			extend<=32'b0;
			rs<=5'b0;
			rt<=5'b0;
			rd<=5'b0;
			s<=5'b0;
			j<=3'b0;			
			pcplus8<=32'b0;
		instr<=32'b0;
			regdst<=2'b00;
			regwrite<=0;
			memwrite<=0;
			memtoreg<=0;
			alusrc<=3'b0;
			aluoperation<=3'b0;
	 end
 reg [31:0]rd1,rd2,extend,instr;
	 reg [4:0]rs,rt,rd,s;
	 reg [1:0]regdst;
	 reg regwrite,memwrite,w,bgezal;
	 reg [1:0]memtoreg;
	 reg [2:0]alusrc;
	 reg [5:0]aluoperation;
	 reg [2:0]j;
	 reg [31:0]pcplus8;
	 assign  RD1E=rd1,
				RD2E=rd2,
				SignImmE=extend,
				RsE=rs,
				RtE=rt,
				RdE=rd,
				SE=s,
				JE=j,				
				PCPlus8E=pcplus8,
			InstrE=instr,
				REGDstE=regdst,
				RegWriteE=regwrite,
			   MemWriteE=memwrite,
	 		   MemtoRegE=memtoreg,
			   ALUSrcE=alusrc,
			   ALUoperationE=aluoperation;
				always @(posedge Clk)begin
		if(Reset||FlushE)begin
			rd1<=32'b0;
			rd2<=32'b0;
			extend<=32'b0;
			rs<=5'b0;
			rt<=5'b0;
			rd<=5'b0;
			s<=5'b0;
			j<=3'b0;			
		instr<=32'b0;
			regdst<=2'b0;
			regwrite<=0;
			memwrite<=0;
			memtoreg<=0;
			alusrc<=3'b0;
			aluoperation<=3'b0;
		end
		else if(Reset)begin
			pcplus8<=31'b0;
		end
		else begin
			rd1<=RD1D;
			rd2<=RD2D;
			extend<=SignImmD;
			rs<=RsD;
			rt<=RtD;
			rd<=RdD;
			s<=SD;
			j<=JD;
			pcplus8<=PCPlus8D;
		instr<=InstrD;
			regdst<=REGDstD;
			regwrite<=RegWriteD;
			memwrite<=MemWriteD;
			memtoreg<=MemtoRegD;
			alusrc<=ALUSrcD;
			aluoperation<=ALUoperationD;
		end
	 end
endmodule
--- run.sh ---
#!/bin/bash
# OpenROAD 26Q1-2900-gdf79404cd8, Yosys 0.63+post, stock flow scripts
make -C /OpenROAD-flow-scripts/flow DESIGN_CONFIG=/design/flow/config.mk WORK_HOME=/design/flow/orfs finish
--- config.mk ---
export PLATFORM = sky130hd
export DESIGN_NAME = IDEX
export DESIGN_NICKNAME = IDEX
export VERILOG_FILES = /design/flow/design.v
export SDC_FILE = /design/flow/constraint.sdc
export NUM_CORES = 4
export LEC_CHECK = 1
export CORE_AREA = 10 10 252 252
export DIE_AREA = 0 0 262 262
--- constraint.sdc ---
current_design IDEX

set clk_period 1.0
set clk_io_pct 0.2

create_clock -name clk0 -period $clk_period [get_ports {Clk}]

set non_clock_inputs [all_inputs -no_clocks]
set_input_delay [expr $clk_period * $clk_io_pct] -clock clk0 $non_clock_inputs
set_output_delay [expr $clk_period * $clk_io_pct] -clock clk0 [all_outputs]
==> impl_metrics.env <==
# flow metrics
export IMPL_slew_viol_final=0
export IMPL_crit_family="flip-flops"
export IMPL_peakVddDrop_mv=1.28
export IMPL_layout_top_cells="clkdlybuf4s50_1 (197), buf_2 (183), dfxtp_1 (121)"
export IMPL_num_rows=88
export IMPL_portBuffers=396
export IMPL_endpoint_kind="output port"
export IMPL_htreeDepth=4
export IMPL_lay_top_count="clkdlybuf4s50_1"
export IMPL_met3_usage_pct=4.44
export IMPL_critPathKind="register to output port"
export IMPL_final_fill_count=6229
export IMPL_ys_warn_count=1
export IMPL_gr_usage_met1_pct=9.03
export IMPL_core_sq_um=57800
export IMPL_critPathMaxStageDelay_ns=0.47
export IMPL_powerDensity_nw_per_um2=1480
export IMPL_numSynthFlops=197
export IMPL_first_iter_violations=132
export IMPL_grt_overflow_total=0
export IMPL_cp_slowest_cell="edfxtp_1"
export IMPL_grt_max_degree=23
export IMPL_p_leak_nw=4.53
export IMPL_synth_distinct_cells=11
export IMPL_initial_core_util_pct=11.4
export IMPL_cts_root_buf="clkbuf_16"
export IMPL_route_detailed_drc=0
export IMPL_finalClockPeriodUsage_pct=130
export IMPL_dp_cells=1614
export IMPL_ys_sh_simple_pct=30.8
export IMPL_die_x_um=262
export IMPL_grt_usage_pct=7.50
export IMPL_setup_tns_ns=-19.68
export IMPL_ys_seq_share_pct=64.5
export IMPL_drtAntennaViolNets=0
export IMPL_violations="setup timing"
export IMPL_clk_pin_slew_ns=0.07
export IMPL_max_freq_ghz=0.770
export IMPL_drive_above_1_share_pct=51.1
export IMPL_cts_made_buffers=17
export IMPL_crit_chain="buf_2"
export IMPL_wl_um=27000
export IMPL_avgRoutedWirePerCell_um=16.4
export IMPL_clock_sinks=197
export IMPL_dr_total_vias=5036
export IMPL_grt_pass1_wl_um=37100
export IMPL_syn2layout_area_growth_pct=74.8
export IMPL_grt_busiest_layer="met2"
export IMPL_rsz0062_at_grt="true"
export IMPL_setup_violations=197
export IMPL_dr_pass1_iters=4
export IMPL_layout_setup_ws_ns=-0.298
export IMPL_routed_via_density=3.06
export IMPL_worst_pin_slew_ns=0.335
export IMPL_relSlewSlack_pct=77.6
export IMPL_synthCells=435
export IMPL_dp_slack_ns=-0.379
export IMPL_cts_tree="built"
export IMPL_antenna_found_initial=1
export IMPL_grt_pass1_vias=5351
export IMPL_die_h_um=262
export IMPL_warning_count=28
export IMPL_start_kind="register"
export IMPL_syn_avg_cell_area_sq_um=15.2
export IMPL_die_area_sq_um=68600
export IMPL_place_hpwl_um=21700
export IMPL_hp_class="primary input to register"
export IMPL_cts_max_path_buffers=2
export IMPL_arrival_ns=1.10
export IMPL_ys_area_sq_um=6610
export IMPL_diodes=0
export IMPL_maxCapViolCount=0
export IMPL_worstPathMaxFanout=1
export IMPL_crit_buf_inv=1
export IMPL_muxShareOfSynthArea_pct=0
export IMPL_yosys_cells=435
export IMPL_synth_cell_area_sq_um=6610
export IMPL_synthAoiAreaFrac_pct=0
export IMPL_post_cts_buffers=0
export IMPL_status="finished with violations"
export IMPL_top_logic_kind="simple AND/OR/NAND/NOR gates"
export IMPL_gp_congestion=0.873
export IMPL_worstPathRequired_ns=0.80
export IMPL_grt_use_met2_pct=11.1
export IMPL_fa_ha_area_share_pct=0
export IMPL_synthXorXnorAreaFrac_pct=0
export IMPL_final_cells=1647
export IMPL_finalHoldViolations=0
export IMPL_ios=397
export IMPL_fin_crit_ns=1.30
-- repair_timing --
item                                    4_1_cts  5_1_grt
endpoints found under the setup margin      197      197
gates resized                               682       24
cloned                                        0        0
hold buffers                                  1        0
endpoints found under the hold margin         1        0
-- cell families after synthesis --
family        after synthesis
buf+inv                    40
simple gates              198
flops                     197
-- where the power goes --
group / switching (W) / internal [W] / leakage (nW)
clock network: 0.00328 / 0.00321 / 0.256
logic: 0.000717 / 0.00141 / 2.62
registers: 0.000121 / 0.00841 / 1.65
total: 0.00412 / 0.0130 / 4.53
-- through the flow --
step	power [W]	utilization, %	hold WS (ns)	area, sq um
global route	0.0180	20.0	0.0761	11600
floorplan	0.00928	-	0.357	6630
global placement	0.0112	20.5	0.492	11900
CTS	0.0176	19.9	0.0541	11500
finish	0.0172	20.0	0.110	11600
detailed placement	0.0112	20.5	0.494	11900
-- registers in the layout (all words and copies together) (netlist names) --
name / cells
aluoperation: 6
alusrc: 2
extend: 32
instr: 32
j: 3
memtoreg: 2
memwrite: 1
pcplus8: 32
rd: 5
rd1: 32
rd2: 32
regdst: 2
regwrite: 1
rs: 5
rt: 5
s: 5
-- area by class of cell --
cell class	instances	area (sq um)	area share [%]
clock buffer	19	433	3.75
clock inverter	13	96.3	0.834
multi-input combinational	198	2050	17.7
sequential	197	4330	37.5
tap	765	957	8.28
timing repair buffer	455	3690	32.0
-- final timing paths --
| path | start | end | slack [ns] | cells after the start |
|---|---|---|---|---|
| worst max-delay path | pcplus8[0] | PCPlus8E[0] | -0.30 | 1 |
| worst min-delay path | FlushE | aluoperation[2] | 0.11 | 3 |
-- Yosys cell counts --
master / n / area (sq um)
buf_1: 2 / 7.51
buf_2: 9 / 45.0
buf_4: 10 / 75.1
buf_6: 15 / 169
clkbuf_1: 4 / 15.0
dfxtp_1: 165 / 3300
edfxtp_1: 32 / 961
nor2_1: 1 / 3.75
nor2b_1: 32 / 200
nor3b_1: 46 / 345
nor3b_2: 119 / 1490
-- metal layers --
metal | part of all wire (%) | wire length (um) | up-vias
li1 | - | - | 2363
met1 | 39 | 10500 | 2300
met2 | 42 | 11200 | 336
met3 | 16 | 4220 | 35
met4 | 3.7 | 1000 | 2
met5 | 0.067 | 18 | -
Power figures rest on the tool's default switching activity, not on a simulated workload.
