`flow/design.v`:
```
`timescale 1ns / 1ps
module EXMEM(
input [31:0]InstrE,
output [31:0]InstrM,
	input [2:0]JE,
	output [2:0]JM,
	input [31:0]ALUOutE,
	input [31:0]WriteDataE,
	input [4:0]WriteRegE,
	input [31:0]PCPlus8E,
	input Clk,
	input Reset,
	input RegWriteE,
	input [1:0]MemtoRegE,
	input MemWriteE,
	output [31:0]PCPlus8M,
	output [31:0]ALUOutM,
	output [31:0]WriteDataM,
	output [4:0]WriteRegM,
	output RegWriteM,
	output [1:0]MemtoRegM,
	output MemWriteM
    );
	 initial begin
			aluout<=32'b0;
			writedata<=32'b0;
			writereg<=5'b0;
			pcplus8<=32'b0;
instr<=32'b0;			
			regwrite<=0;
			memwrite<=0;
			memtoreg<=0;
	 end
	 reg [2:0]j;
	 reg [31:0]pcplus8,instr;
	 reg [31:0]aluout,writedata;
	 reg [4:0]writereg;
	 reg regwrite,memwrite;
	 reg [1:0]memtoreg;
	 assign ALUOutM=aluout,
			  WriteDataM=writedata,
			  WriteRegM=writereg,
InstrM=instr,			  
			  PCPlus8M=pcplus8,
			  JM=j,
			  RegWriteM=regwrite,
			  MemWriteM=memwrite,
	 		  MemtoRegM=memtoreg;
	 always @(posedge Clk)begin
		if(Reset)begin
			aluout<=32'b0;
			writedata<=32'b0;
			writereg<=5'b0;
instr<=32'b0;
			pcplus8<=32'b0;
			j<=0;
			regwrite<=0;
			memwrite<=0;
			memtoreg<=0;
		end
		else begin
			aluout<=ALUOutE;
			writedata<=WriteDataE;
			writereg<=WriteRegE;
instr<=InstrE;			
			pcplus8<=PCPlus8E;
			j<=JE;			
			regwrite<=RegWriteE;
			memwrite<=MemWriteE;
			memtoreg<=MemtoRegE;
		end
	 end
endmodule
```
`flow/run.sh`:
```
#!/bin/bash
# OpenROAD 26Q1-2900-gdf79404cd8, Yosys 0.63+post, stock flow scripts
make -C /OpenROAD-flow-scripts/flow DESIGN_CONFIG=/design/flow/config.mk WORK_HOME=/design/flow/orfs finish
```
`flow/config.mk`:
```
export PLATFORM = sky130hd
export DESIGN_NAME = EXMEM
export DESIGN_NICKNAME = EXMEM
export VERILOG_FILES = /design/flow/design.v
export SDC_FILE = /design/flow/constraint.sdc
export NUM_CORES = 4
export LEC_CHECK = 1
export CORE_AREA = 10 10 177 177
export DIE_AREA = 0 0 187 187
```
`flow/constraint.sdc`:
```
current_design EXMEM

set clk_period 1.0
set clk_io_pct 0.2

create_clock -name clk0 -period $clk_period [get_ports {Clk}]

set non_clock_inputs [all_inputs -no_clocks]
set_input_delay [expr $clk_period * $clk_io_pct] -clock clk0 $non_clock_inputs
set_output_delay [expr $clk_period * $clk_io_pct] -clock clk0 [all_outputs]
```
==> results.cfg <==
; yosys + openroad results
[pwr]
power.share.clock_pct = 45.9
p_per_area_nw_per_um2 = 1870
p_int_uw = 10500
vdd_drop_max_mv = 0.792
switchingPower_uw = 2720
p_leak_uw = 0.00305
sw_frac_of_total_pct = 20.6
seq_power_share_pct = 45.2
pwr-share-comb_pct = 8.9

[clocking]
numCtsBuffers = 17
cts.sinks = 140
hold_buffers = 0
root_buffer = clkbuf_16
cts_tree = yes
path_clk_slew_ps = 60
htree_levels = 4
post_cts_resized = 485
cts_setup_buffers = 0
clockBufferDepth = 2

[setup_path]
worstPathRequired_ps = 800
path_cells = buf_6
start_kind = flop
cp.arrival_ps = 850
critPathKind = flop to primary output
cp_slowest_cell = dfxtp_2
critPathMaxStageDelay_ps = 350
cp_max_fo = 1
cp_top_family = flip-flops
critPathBufInv = 1
critPathCaptureType = primary output

[timing]
drv_slew = 0
worst_pin_slew_ps = 267
finalHoldViolations = 0
hold_ws_ps = 225
layout_setup_ws_ps = -52.6
slew_headroom_pct = 82.2
rsz0062_at_grt = yes
fin_crit_ps = 1050
period_used_pct = 105
setup_viol = 92
fmax_ghz = 0.950

[route]
antennaDiodeCount = 0
vias = 2922
totalWireLength_mm = 14.0
drt-initial-drc-count = 35
drt_pass1_iterations = 4
drcViolationCount = 0
ant_nets = 0
viasPerCell = 2.98
wire_per_inst_um = 14.3

[synth]
yosys_warnings = 1
top_area_share_pct = 74.6
yosysCellCount = 295
synthCells = 295
yosysUniqueCellTypes = 4
syn-cell-area_sq_um = 3760
area_leaders = dfxtp_1 75%, nor2b_1 23%, buf_2 1.9%
largest_area_cell = dfxtp_1
yosys.stat.chipArea_sq_um = 3760
synth_seq_share_pct = 74.6
synth.avg_cell_area_sq_um = 12.7
ys_ff = 140

[outcome]
violations = setup timing
status = complete, but fails checks

[die]
die_h_um = 187
fp_util_pct = 13.6
die_width_um = 187
io_pins = 282
dieArea_sq_um = 35000
coreArea_sq_um = 27600
fp-row-count = 61

[global_routing]
grt_pass1_wl_mm = 20.9
grt_usage_pct = 7.90
grt_start_max_net_pins = 33
gr-total-overflow = 0
grt_pass1_vias = 3142
antenna_found_initial = 0

[job]
warnings = 27
cap_violations = 0

[placed_design]
place_hpwl_mm = 11.1
dp_slack_ps = -101
port_buffers = 281
placed_area_sq_um = 7100
gp_congestion = 0.739

[finish]
register_area_sq_um = 2840
drive_above_1_share_pct = 34.9
stdcell_area_sq_um = 7060
syn2layout_area_growth_pct = 87.8
final-comb-area_sq_um = 876
lay_top_cells = 140 x nor2b_1, 140 x clkdlybuf4s50_1, 129 x buf_2
post-route-util_pct = 25.5
fill_cells = 2959

[min_path]
min_path_type = input port to flop
## registers in the layout, summed over array words and instances, names as in the netlist
signal	flops
writedata	32
regwrite	1
writereg	5
aluout	32
j	3
pcplus8	32
memtoreg	2
instr	32
memwrite	1
## synth_stat cells
master,n
nor2b_1,140
buf_2,14
buf_4,1
dfxtp_1,140
## routing by layer
metal	global-route usage (%)	up-vias	routed length, um
met5	0	-	0
met4	1.05	0	159
met3	3.33	5	1270
met2	12.8	152	6520
met1	9.91	1285	6050
li1	-	1480	-
## worst paths after layout
| kind | startpoint | to | slack [ps] | depth (start not counted) |
|---|---|---|---|---|
| worst max-delay path | pcplus8[8] | PCPlus8M[8] | -50 | 1 |
| worst min-delay path | Reset | aluout[3] | 220 | 3 |
## per-stage QoR
stage | instances | TNS, ps | power [uW]
after detailed placement | 952 | -709 | 7540
after global placement | 952 | -733 | 7540
after CTS | 982 | -5850 | 13500
after floorplan | 295 | 0 | 6250
after global routing | 982 | -8450 | 13900
final | 982 | -1090 | 13200
## layout make-up
| type | instances | share of cell area (%) |
|---|---|---|
| clock buffer | 23 | 6.49 |
| clock inverter | 7 | 1.31 |
| multi-input combinational | 140 | 12.4 |
| sequential | 140 | 40.3 |
| tap | 378 | 6.70 |
| timing repair buffer | 294 | 32.8 |
## logic make-up after synthesis
family / count (synthesis) / synth area share [%]
flops: 140 / 74.6
simple gates: 140 / 23.3
buf+inv: 15 / 2.07
## power groups by stage
| stage | Sequential, uW | Combinational (uW) | Clock [uW] |
|---|---|---|---|
| finish | 5960 | 1170 | 6050 |
| CTS | 5960 | 1200 | 6350 |
| global route | 6000 | 1290 | 6610 |
Power is estimated from default activity; no workload was simulated.
