==> /design/flow/design.v <==
`timescale 1ns / 1ps
module controller(
	input [5:0]A,
	input [5:0]B,
	input [4:0]rt,
	output REGDst,
	output [2:0]ALUSrc,
	output RegWrite,
	output [2:0]ALUoperation,
	output MemWrite,
	output MemRead,
	output MemtoReg,
	output W,
	output [1:0]J,
	output Branch,
	output Branch2,
	output bgezal
    );
	wire r,addu,subu,ori,lw,sw,beq,lui,nop,jal,jr,begz;
	assign r=(A==6'b000000)?1:0,
			ori=(A==6'b001101)?1:0,
			lw=(A==6'b100011)?1:0,
			sw=(A==6'b101011)?1:0,
			beq=(A==6'b000100)?1:0,
			lui=(A==6'b001111)?1:0,
			jal=(A==6'b000011)?1:0,
			bgezal=(A==6'b000001&rt==6'b10001)?1:0,
			bgez=(A==6'b000001&rt==6'b00001)?1:0;
	assign addu=(((r==1)&&(B==6'b100001))?1:0),
			subu=(((r==1)&&(B==6'b100011))?1:0),
			jr=((r==1)&&(B==6'b001000)?1:0),
			srlv=((r==1)&(B==6'b000110)?1:0);
	assign REGDst=r,
			ALUSrc=(ori?2'b10:((lw||sw)?2'b01:2'b00)),
			RegWrite=ori||lw||lui||addu||subu||srlv,
			ALUoperation=(addu||sw||lw||jr||jal?3'b000:(subu||beq||bgezal||bgez?3'b001:(ori?3'b011:(srlv?3'b100:3'b010)))),
			MemWrite=sw,
			MemRead=lw,
			MemtoReg=lw,
			W=lui,
			J=((jal==1)?01:((jr==1)?10:00)),
			Branch=beq,
			Branch2=bgezal||bgez;
endmodule
==> /design/flow/run.sh <==
#!/bin/bash
# OpenROAD 26Q1-2900-gdf79404cd8, Yosys 0.63+post, stock flow scripts
make -C /OpenROAD-flow-scripts/flow DESIGN_CONFIG=/design/flow/config.mk WORK_HOME=/design/flow/orfs finish
==> /design/flow/config.mk <==
export PLATFORM = sky130hd
export DESIGN_NAME = controller
export DESIGN_NICKNAME = controller
export VERILOG_FILES = /design/flow/design.v
export SDC_FILE = /design/flow/constraint.sdc
export NUM_CORES = 4
export LEC_CHECK = 1
export CORE_AREA = 10 10 70 70
export DIE_AREA = 0 0 80 80
==> /design/flow/constraint.sdc <==
current_design controller

set clk_period 3.0
set clk_io_pct 0.2

create_clock -name clk0 -period $clk_period

set non_clock_inputs [all_inputs -no_clocks]
set_input_delay [expr $clk_period * $clk_io_pct] -clock clk0 $non_clock_inputs
set_output_delay [expr $clk_period * $clk_io_pct] -clock clk0 [all_outputs]
==> impl_metrics.py <==
# Physical implementation metrics
metrics = {
    "critical_path": {
        "cp.required_ns": 2.40,
        "path_max_fanout": 8,
        "cp_top_family": "simple AND/OR/NAND/NOR gates",
        "cpMaxStageDelayCell": "or4_4",
        "endpoint_kind": "output pin",
        "cp.arrival_ns": 2.28,
        "crit_type": "in2out",
        "slowest_delay_ns": 0.57,
        "cp_cell_sequence": "dlygate4sd2_1, or4_4, nor3_4, and2_1, clkdlybuf4s50_1",
        "startpoint_type": "input port",
        "crit_buf_inv": 2,
    },
    "place": {
        "portBuffers": 33,
        "place_inst": 130,
        "dp_slack_ns": -0.1356,
        "dpl-instance-area_um2": 755.7,
        "hpwlAfterDp_mm": 1.385,
        "routabilityCongestion": 0.7408,
    },
    "timing": {
        "finalWorstSetupSlack_ns": 0.1185,
        "period_used_share": 0.9605,
        "finalSetupViolations": 0,
        "rsz0062_at_grt": "false",
        "hold_violations": 0,
        "fmax_mhz": 347.0,
        "post-route-min-period_ns": 2.882,
        "finalMaxSlewViolations": 0,
    },
    "yosys": {
        "postSynthAreaPerCell_um2": 7.188,
        "aoi_share": 0.1519,
        "mux_share": 0,
        "postSynthCellCount": 47,
        "syn_area_um2": 337.8,
        "yosysTopAreaCellShare": 0.08889,
        "adder_share": 0,
        "netlist_logic_family_top": "simple AND/OR/NAND/NOR gates",
        "synth-warning-count": 2,
        "synth_area_leader_cell": "buf_4",
        "ys_cells": 47,
        "ys_types": 31,
        "top_cell": "nor2_1",
        "synth_chip_area_um2": 337.8,
        "xor_share": 0.02593,
        "simple_gate_area_frac": 0.6667,
        "yosysSeqAreaShare": 0,
        "synthTopCellsByCount": "nor2_1, buf_4, and2_1, o2bb2ai_1",
        "synth.area.top_cells": "buf_4, o2bb2ai_1, nor4bb_1",
    },
    "pwr": {
        "ir_worst_vdd_v": 0.00001581,
        "leakagePower_nw": 0.3170,
        "power.density_mw_per_mm2": 75.80,
        "power_mw": 0.05975,
    },
    "final_layout": {
        "areaGrowthSynthToFinish_pct": 133.3,
        "regArea_um2": 0,
        "final-instance-count-excl-fill": 131,
        "clkbuf_count": 0,
        "postLayoutCellArea_um2": 788.3,
        "drive_gt1_frac": 0.2381,
        "fin_util": 0.2308,
        "ff_count": 0,
    },
    "cts": {
        "cts_hold_buf": 0,
        "post_cts_buffers": 0,
    },
    "detailed_routing": {
        "drc_errors": 0,
        "drt_first_pass_iters": 4,
        "drt_iter0_drc": 11,
        "num_vias": 475,
        "wl_mm": 1.511,
        "antenna_left": 0,
        "wire_per_inst_um": 11.53,
        "viasPerCell": 3.626,
    },
    "die": {
        "pin_count": 34,
        "die_area_mm2": 0.006400,
        "core_area_mm2": 0.003416,
        "fp_util": 0.09890,
        "die_h_um": 80,
        "die_w_um": 80,
        "rows": 21,
    },
    "global_routing": {
        "grt_pass1_wl_mm": 2.415,
        "overflow": 0,
        "grt_use_total": 0.04575,
        "antenna_found_initial": 1,
        "grt_max_degree": 9,
        "grt_pass1_vias": 487,
    },
    "status": {
        "outcome": "completed",
    },
    "min_path": {
        "min_path_type": "in2out",
    },
    "flow_run": {
        "drv_cap": 0,
        "warning_count": 32,
    },
}
report_power, final:
| group | switching [mW] | internal (mW) | leakage (nW) |
|---|---|---|---|
| logic | 0.0221 | 0.0377 | 0.317 |
| clock network | 0 | 0.0000000445 | 0.00000634 |
| registers | 0 | 0 | 0 |
| total | 0.0221 | 0.0377 | 0.317 |
placed cells by master (no fill, tap or decap), drive strengths merged, types with 2 or more instances in the layout:
master / instances
nor4b: 2
buf: 10
nor2: 5
nor4bb: 2
o2bb2ai: 3
dlymetal6s2s: 2
dlygate4sd2: 5
nand3: 2
nor3: 2
and2: 3
nand2: 2
and3: 2
nor4: 2
clkdlybuf4s50: 26
metal layers:
metal	vias to the layer above	share of wire	track usage
met5	-	0	0
met4	0	0	0
met3	0	0.14	0.02045
met2	17	0.47	0.07865
met1	206	0.39	0.05416
li1	252	-	-
area by class of cell:
cell class / count / area, um2
Multi-Input combinational cell: 40 / 320.3
Inverter: 1 / 3.754
Antenna cell: 1 / 2.502
Fill cell: 389 / 2628
Tap cell: 46 / 57.56
Timing Repair Buffer: 43 / 404.1
cell families after synthesis:
logic type / count (synthesis)
AND/OR/NAND/NOR: 32
buffers and inverters: 7
AND-OR/OR-AND: 6
XOR/XNOR: 1
other: 1
stage by stage:
stage / setup TNS [ns] / hold slack (ns)
floorplan: 0 / 1.214
global placement: -0.3380 / 2.139
detailed placement: -0.4802 / 2.131
CTS: 0 / 2.011
global route: 0 / 1.924
finish: 0 / 1.879
worst paths after layout:
kind,startpoint,end,depth (start not counted)
hold / removal,rt[2],Branch2,4
setup / recovery,A[3],bgezal,5
timing repair:
action	in CTS	in global routing
pin swaps	0	1
setup endpoints to repair	7	4
resized	7	5
endpoints found under the hold margin	0	0
Power is estimated from default activity; no workload was simulated.
